==> flow/design.v <==
module ALU_frb (reset,clk,opt,A,B,Res);
    input reset,clk;
    input [3:0]opt;
    input [3:0]A,B;
    output [7:0]Res;
    reg [7:0]ALU_out;
    reg [3:0]temp_one;
    always @(posedge clk) begin
        if (!reset) begin
            ALU_out = 8'b0;
        end
        else begin
            ALU_out = {4'b0,temp_one};
            case (opt)
               4'b0000 : ALU_out = A + B;
               4'b0001 : ALU_out = A - B;
               4'b0010 : ALU_out = A * B;
               4'b0011 : ALU_out = A/B; 
               4'b0100 : ALU_out = A << 1;
               4'b0101 : ALU_out = A >> 1;
               4'b0110 : ALU_out = {4'b0,A[2:0],A[3]};
               4'b0111 : ALU_out = {4'b0,A[0],A[3:1]};
               4'b1000 : ALU_out = A&B;
               4'b1001 : ALU_out = A|B;
               4'b1010 : ALU_out = A^B;
               4'b1011 : ALU_out = ~(A|B);
               4'b1100 : ALU_out = ~(A&B);
               4'b1101 : ALU_out = ~(A^B);
               4'b1110 : ALU_out = {4'b0,(~A)};
            endcase
        end
    end
    assign Res = ALU_out;
endmodule
==> flow/run.sh <==
#!/bin/bash
# OpenROAD 26Q1-2900-gdf79404cd8, Yosys 0.63+post, stock flow scripts
make -C /OpenROAD-flow-scripts/flow DESIGN_CONFIG=/design/flow/config.mk WORK_HOME=/design/flow/orfs finish
==> flow/config.mk <==
export PLATFORM = sky130hd
export DESIGN_NAME = ALU_frb
export DESIGN_NICKNAME = ALU_frb
export VERILOG_FILES = /design/flow/design.v
export SDC_FILE = /design/flow/constraint.sdc
export NUM_CORES = 4
export LEC_CHECK = 1
export CORE_UTILIZATION = 30
==> flow/constraint.sdc <==
current_design ALU_frb

set clk_period 4.0
set clk_io_pct 0.2

create_clock -name clk0 -period $clk_period [get_ports {clk}]

set non_clock_inputs [all_inputs -no_clocks]
set_input_delay [expr $clk_period * $clk_io_pct] -clock clk0 $non_clock_inputs
set_output_delay [expr $clk_period * $clk_io_pct] -clock clk0 [all_outputs]
==> results.yml <==
# generated from flow reports
sta:
  period_needed_ns: 7.54
  worst_slew_pin_slew_ns: 0.807
  rsz0062_at_grt: "yes"
  hold_ws_ns: 1.34
  setup_slack_ns: -3.54
  slew_viol_final: 0
  fin_setup_tns_ns: -8.39
  hold_viol_final: 0
  max_freq_mhz: 133
  post-route-period-util_pct: 188
  max-slew-margin-rel_pct: 45.5
  finalSetupViolCount: 3
floorplanning:
  initCoreUtil_pct: 30.9
  rows: 35
  die_h_um: 99.6
  die_area_um2: 9910
  core_area_um2: 9240
  die_w_um: 99.6
  pin_count: 22
pwr:
  clockPowerShare_pct: 8.7
  p_int_mw: 0.661
  cellLeakagePower_nw: 1.98
  comb_power_share_pct: 83.2
  netSwitchingPower_mw: 0.429
  p_per_area_nw_per_um2: 249
  vdd_drop_max_mv: 0.131
  switching_share_pct: 39.4
  seq_power_share_pct: 8.1
routing:
  ant_nets: 0
  diodes: 0
  viasPerCell: 5.18
  vias: 3290
  drtIter0Drc: 98
  drc_errors: 0
  drt_wl_total_um: 9010
  routedWlPerCell_um: 14.2
  drtPass1Iterations: 5
critical_path:
  worst-endpoint-arrival_ns: 7.61
  worstSetupPathType: "in -> reg"
  max_stage_delay_ns: 0.35
  cp.required_ns: 4.07
  startpoint_type: "primary input"
  slowest_stage: "mux2_4"
  crit_top_cell: "buf_6"
  crit_fanout: 3
  endpoint_kind: "register"
clocking:
  cts_buffers: 3
  clockRootBuffer: "clkbuf_8"
  path_clk_slew_ns: 0.04
  cts.path.max_buffers: 2
  htreeDepth: 1
  cts.sinks: 8
  holdBufCountCts: 0
  cts_tree: "done"
synth:
  yosys_most_used_dff: "dfxtp_1"
  enable_flop_cells: 0
  yosys_area_um2: 2860
  synth_area_um2: 2860
  synth.avg_cell_area_um2: 7.44
  top_area_cell: "ha_1"
  top_area_share_pct: 23.2
  ys_warn_count: 5
  yosys-top-cells-area: "ha_1, a21oi_1, dfxtp_1"
  synth_seq_share_pct: 5.61
  syn_inst: 384
  async_reset_ff_share_pct: 0
  yosys_cells: 384
  yosysUniqueCellTypes: 65
  synth_flop_count: 8
final_layout:
  largest_reg_flops: 8
  syn_to_final_growth_pct: 53.0
  finalInstanceArea_um2: 4370
  logic_area_um2: 2780
  final_cells: 635
  nFillCells: 843
  regArea_um2: 160
  utilization_pct: 47.3
  drive_above_1_share_pct: 33.8
place:
  gp_congestion: 0.908
  port_buffers: 21
  dp_cells: 602
  dpl_cell_area_um2: 3910
  dp_hpwl_um: 6790
worst_hold_path:
  hold_path.class: "in -> reg"
global_routing:
  grt_max_degree: 21
  track_usage_pct: 18.1
  grt_pass1_vias: 3035
  grt_pass1_wl_um: 14500
  antenna_found_initial: 0
  overflow: 0
job:
  warning_count: 39
  max_cap_violations: 0
run_status:
  violations: "negative setup slack"
  status: "complete, but fails checks"
cell usage after synthesis, types with 2 or more instances:
master,instances
mux2i_1,7
a31oi_1,6
buf_6,2
a21oi_1,35
o22ai_1,2
o221ai_1,2
o21ai_0,24
nand2_1,23
nor3b_1,2
clkbuf_1,10
nor3_1,14
mux4_2,2
or4_1,2
a211oi_1,4
nor2_1,34
buf_1,3
o31ai_1,2
mux2_2,5
ha_1,53
and3_1,2
a21o_1,4
inv_1,29
nand3_1,11
o21a_1,8
fa_1,6
o32ai_1,2
nand2b_1,7
o211ai_1,7
xor2_1,7
o21bai_1,2
o2111ai_1,3
a221o_1,2
or2_2,3
nor4_1,2
a21boi_0,2
o41ai_1,3
dfxtp_1,8
a211o_1,4
or3_1,3
xnor2_1,9
nor2b_1,4
power by group through the flow:
stage / Sequential, mW / Clock, mW / Combinational (mW)
after CTS: 0.0882 / 0.0966 / 0.827
after global routing: 0.0886 / 0.0992 / 0.987
final: 0.0882 / 0.0946 / 0.906
metrics by stage:
| stage | worst slack (ns) | power, mW |
|---|---|---|
| global route | -3.88 | 1.17 |
| floorplan | -3.48 | 0.509 |
| finish | -3.54 | 1.09 |
| detailed placement | -4.23 | 0.757 |
| global placement | -4.04 | 0.753 |
| CTS | -3.39 | 1.01 |
placed cells by master (no fill, tap or decap), types with 4 or more instances in the layout:
cell type,count
nor3_1,12
o21ai_1,4
fa_1,6
nand2_1,22
xnor2_1,9
a31oi_1,6
inv_1,25
a211o_1,4
a21oi_2,6
a21oi_1,29
buf_6,18
nand2b_1,7
o21ai_2,5
o211ai_1,7
conb_1,4
a21o_1,4
ha_4,8
o21ai_0,16
ha_1,45
xor2_1,7
nor2_1,31
clkdlybuf4s50_1,14
nor2b_1,4
mux2i_1,5
o21a_1,8
dfxtp_1,8
buf_4,93
nand3_1,8
repair_timing:
item,4_1_cts,5_1_grt
setup endpoints to repair,7,7
pin swaps,23,22
gates resized,48,23
buffers inserted,24,6
logic make-up (layout without fill, tap and decap cells):
| kind of cell | count (synthesis) | after routing | share of synthesized area (%) |
|---|---|---|---|
| AND-OR/OR-AND | 126 | 126 | 29.2 |
| flip-flops | 8 | 8 | 5.61 |
| buffers and inverters | 45 | 164 | 6.49 |
| other | 1 | 4 | 0.131 |
| AND/OR/NAND/NOR | 114 | 114 | 19.7 |
| adder cells (fa/ha/maj) | 59 | 59 | 27.4 |
| XOR/XNOR | 16 | 16 | 4.91 |
| multiplexers | 15 | 15 | 6.53 |
routing by layer:
layer	share of wire (%)	GRT usage, %
met5	0	0
met1	49	27.2
met4	1.2	2.15
met2	45	29.5
met3	4.2	1.50
path summary, 6_finish.rpt:
check	cells after the start	slack (ns)	startpoint	to
min	7	1.34	B[2]	ALU_out[6]$_SDFF_PN0_
max	44	-3.54	B[0]	ALU_out[1]$_SDFF_PN0_
worst max-delay path, delay by kind of cell:
kind / cells / cell delay (ns)
compound gates: 15 / 2.01
fa+ha+maj: 5 / 1.36
buf+inv: 15 / 1.51
mux: 3 / 0.89
simple gates: 6 / 1.02
area by class of cell:
| class | instances | share of cell area (%) |
|---|---|---|
| Sequential cell | 8 | 3.67 |
| Inverter | 29 | 2.75 |
| Clock buffer | 3 | 0.945 |
| Timing Repair Buffer | 132 | 25.3 |
| Multi-Input combinational cell | 334 | 63.7 |
| Tap cell | 129 | 3.69 |
Power and IR drop assume default switching activity.
