$ cat ./run.sh
#!/bin/bash
# OpenROAD 26Q1-2900-gdf79404cd8, Yosys 0.63+post, stock flow scripts
make -C /OpenROAD-flow-scripts/flow DESIGN_CONFIG=/design/flow/config.mk WORK_HOME=/design/flow/orfs finish
$ cat ./constraint.sdc
current_design con_one

set clk_period 8.4
set clk_io_pct 0.2

create_clock -name clk0 -period $clk_period [get_ports {clk}]

set non_clock_inputs [all_inputs -no_clocks]
set_input_delay [expr $clk_period * $clk_io_pct] -clock clk0 $non_clock_inputs
set_output_delay [expr $clk_period * $clk_io_pct] -clock clk0 [all_outputs]
$ cat ./config.mk
export PLATFORM = sky130hd
export DESIGN_NAME = con_one
export DESIGN_NICKNAME = con_one
export VERILOG_FILES = /design/flow/design.v
export SDC_FILE = /design/flow/constraint.sdc
export NUM_CORES = 4
export LEC_CHECK = 1
export CORE_AREA = 10 10 79 79
export DIE_AREA = 0 0 89 89
$ cat ./design.v
module con_one(in_s,clk,n_one);
input [15:0] in_s;
input clk;
output reg [3:0] n_one;
integer i;
always @(posedge clk) begin
    n_one = 4'd0;
    for (i = 0; i<16 ; i=i+1 ) begin
        if (in_s[i] == 1'b0) begin
            n_one = n_one+1;
        end
    end
end
endmodule
==> reports/qor.txt <==
First-pass GRT wire length: 7330 um
Pin count of the biggest net entering global routing: 17
Starting DRT DRC Count: 63
Comb pwr share: 91.2%
Crit-path max FO: 3
Worst-case vdd ir drop: 136 uV
CTS tree: yes
Post-DP HPWL: 3370 um
Max reg flops: 4
Seq share, synth: 4.33%
Clk pwr share: 4.7%
Crit path depth: 44
Cell chosen for the clock root: clkbuf_8
Synth-to-layout area growth: 44.3%
Pre-CTS setup slack: -0.485 ns
Post-route cell area: 2670 sq um
FMAX: 126 MHz
Net switching power: 0.000345 W
Delay of the slowest critical-path stage: 0.32 ns
FP Rows: 25
Worst EP required: 8.54 ns
GRT met2 Usage: 19.2%
Final setup margin: 0.477 ns
WS Path Type: in -> reg
Synth unique cells: 58
Clock Path Buffers: 2
Hold Path Class: in -> reg
Synth Instances: 243
Routability cong.: 0.903
Critical path's top delay family: adder cells
Total number of vias: 1894
Clock Pin Slew Worst Setup and Hold Paths: 0.03 ns
Outcome: complete, no violations
CP dominant cell by count: xnor2_1
Die Size: 7920 sq um
WP data arrival: 8.06 ns
Total wire length: 4310 um
Total power: 0.000840 W
Minimum clock period: 7.92 ns
Number of enable flip-flop cells: 0
Final hold vios: 0
Fp util: 39.7%
Post-synthesis instance area: 1850 sq um
Final cell utilization of the core: 57.3%
Type of origin of the critical path: primary input
CP startpoint: in_s[0]
Vias in the first global route: 1760
Layout cells sized above 1: 34.9%
Fill cells: 409
I/O Pins: 21
Synth async-reset ratio: 0%
Commonest flop: dfxtp_1
CTS buffer count: 3
Yosys chip area: 1850 sq um
CTS H-tree depth: 1
Max_cap viols: 0
Syn_area_per_cell: 7.62 sq um
Internal: 0.000494 W
Crit. End Element: register
Post-synth regs: 4
# Cells Yosys: 243
Seq pwr share: 4.1%
Inserted Diodes: 0
Grt ovf: 0
Port buffer count: 20
Core Footprint: 4660 sq um
Relative slew slack: 52.5%
Fin. max-slew vios: 0
Dominant logic cell types in the final layout: buf_4 (53), xnor2_1 (33), clkdlybuf4s50_1 (16), nor2b_1 (15), nor2_1 (14)
Die height: 89 um
Yosys warning count: 1
Die X-Extent: 89 um
Hold path cells: 2
Measured slew at the worst slew-check pin: 0.710 ns
GR Util met1: 14.9%
Tcrit/Tclk final: 94.3%
GRT Util Overall: 10.9%
Residual DRC: 0
GRT busiest layer: met2
Crit-path slowest cell: ha_1
Placed inst area: 2350 sq um
Clock sink total: 4
Hold path start: in_s[15]
Cell count after placement: 343
Final setup viols: 0
Power density over cell area: 314 nW/um^2
Sw Ratio: 41.1%
Pre-Repair DR Iteration Count: 4
LEAKAGE: 1.08 nW
Initial antenna violation count: 0
CP Buf/Inv Count: 7
Post-DRT Antenna Nets: 0
Most instantiated logic cell after routing: buf_4
Met3 Use GR: 0.735%
Vias per cell: 5.29
OpenROAD warnings: 28
Final cell count without fillers: 358
Wirelength per Cell: 12.1 um
## final timing paths
path | end | slack [ns]
setup / recovery | n_one[2] | 0.48
hold / removal | n_one[0] | 2.14
## Yosys cell counts (2+ instances only)
master,n,area [sq um]
a211oi_1,3,22.5
a21oi_1,8,40.0
a311oi_1,4,35.0
a31o_2,2,17.5
a31oi_1,6,37.5
and2_1,2,12.5
and3_1,3,18.8
buf_2,3,15.0
buf_6,2,22.5
clkbuf_1,8,30.0
dfxtp_1,4,80.1
ha_1,16,200
inv_1,12,45.0
mux2_2,2,22.5
mux2i_1,6,60.1
nand2_1,13,48.8
nand2b_1,8,50.1
nand3_1,6,30.0
nand3b_1,2,15.0
nand4_1,3,18.8
nor2_1,20,75.1
nor2b_1,15,93.8
nor3_1,9,45.0
nor3b_1,3,22.5
nor4b_1,2,17.5
o211ai_1,3,22.5
o21ai_0,6,30.0
o31ai_1,2,15.0
o32ai_1,2,17.5
xnor2_1,35,307
xnor2_4,3,82.6
xor2_1,4,35.0
## what timing repair did
item                                    CTS  global route
pin swaps                                18            27
endpoints found under the setup margin    3             3
buffers inserted                          4             8
hold buffers                              0             0
gates resized                            22            25
## final cells by class
type                            count  area (sq um)  share of cell area, %
Timing Repair Buffer               73           586                   21.9
Tap cell                           54          67.6                   2.53
Sequential cell                     4          80.1                   3.00
Clock buffer                        3          41.3                   1.55
Inverter                           12          45.0                   1.69
Multi-Input combinational cell    212          1850                   69.3
## cell families (layout without fill, tap and decap cells)
group | count (synthesis) | in the layout | share of synthesized area (%)
fa+ha+maj | 16 | 16 | 10.8
flops | 4 | 4 | 4.33
simple gates | 91 | 91 | 26.2
buf+inv | 27 | 88 | 6.69
xor+xnor | 45 | 45 | 26.3
mux | 8 | 8 | 4.46
compound gates | 52 | 52 | 21.2
## power by group through the flow
| stage | Clock (W) | Sequential (W) | Combinational [W] |
|---|---|---|---|
| final | 0.0000393 | 0.0000346 | 0.000766 |
| after global routing | 0.0000433 | 0.0000363 | 0.000848 |
| after CTS | 0.0000408 | 0.0000347 | 0.000698 |
## per-layer routing
layer | share of wire, % | up-vias | wire length, um
li1 | - | 987 | -
met1 | 48 | 885 | 2080
met2 | 48 | 20 | 2080
met3 | 3.0 | 2 | 131
met4 | 0.37 | 0 | 16
met5 | 0 | - | 0
## through the flow
step                      hold WS, ns  TNS (ns)
after floorplan                  1.78         0
after global placement           2.35    -0.920
after detailed placement         2.35     -1.18
after CTS                        2.14         0
after global routing             2.19   -0.0532
final                            2.14         0
No activity file was given, so power comes from the tool's default toggle rates.
