==> flow/design.v <==
module complex_mul_three(a,b,c,d,z_r,z_i);
input [3:0]a;
input [3:0]b;
input [3:0]c;
input [3:0]d;
output [7:0]z_r;
output [7:0]z_i;
reg [7:0]t1;
reg [7:0]t2;
reg [7:0]t3;
reg [5:0]a1;
reg [5:0]a2;
reg [7:0]rr;
reg [7:0]ii;
always @(*) begin
	t1 <= a*c;
	t2 <= b*d;
	a1 <= (a+b);
	a2 <= (c+d);
	t3 <= a1*a2;
	rr = t1-t2;
	ii = t3-t1-t2;
end
assign z_r = rr;
assign z_i = ii;
endmodule
module complex_mul_four(A,B,C,D,Z_r,Z_i);
input [3:0]A;
input [3:0]B;
input [3:0]C;
input [3:0]D;
output [7:0]Z_r;
output [7:0]Z_i;
reg [7:0]w1;
reg [7:0]w2;
reg [7:0]w3;
reg [7:0]w4;
reg [7:0]RR;
reg [7:0]II;
always @(*) begin
	w1 <= A*C;
	w2 <= B*D;
	w3 <= A*D;
	w4 <= B*C;
	RR = w1-w2;
	II = w3+w4;
end
assign Z_r = RR;
assign Z_i = II;
endmodule
==> flow/run.sh <==
#!/bin/bash
# OpenROAD 26Q1-2900-gdf79404cd8, Yosys 0.63+post, stock flow scripts
make -C /OpenROAD-flow-scripts/flow DESIGN_CONFIG=/design/flow/config.mk WORK_HOME=/design/flow/orfs finish
==> flow/config.mk <==
export PLATFORM = sky130hd
export DESIGN_NAME = complex_mul_three
export DESIGN_NICKNAME = complex_mul_three
export VERILOG_FILES = /design/flow/design.v
export SDC_FILE = /design/flow/constraint.sdc
export NUM_CORES = 4
export LEC_CHECK = 1
export CORE_UTILIZATION = 30
==> flow/constraint.sdc <==
current_design complex_mul_three

set clk_period 12.8
set clk_io_pct 0.2

create_clock -name clk0 -period $clk_period

set non_clock_inputs [all_inputs -no_clocks]
set_input_delay [expr $clk_period * $clk_io_pct] -clock clk0 $non_clock_inputs
set_output_delay [expr $clk_period * $clk_io_pct] -clock clk0 [all_outputs]
==> metrics.yaml <==
fp_util_pct: 30.93
layout.core_utilization_pct: 36.72
postSynthAreaPerCell_um2: 8.722
finalPower_mw: 0.7726
slew_of_the_pin_with_the_lowest_slew_margin_ns: 0.4635
final_hold_viol_count: 0
place.detailed.hpwl_mm: 4.202
finalSetupViolations: 0
synth_cell_type_count: 24
antenna_cells: 0
endpoint: "z_i[7]"
p_per_area_nw_per_um2: 272.3
netlist_area_before_placement_um2: 2390
period_minus_slack_ns: 11.64
flops: 0
sequential_cell_area_um2: 0
fraction_of_layout_cells_with_a_size_suffix_above_1_pct: 0.6536
end_kind: "primary output"
routed_wirelength_mm: 4.647
use_met2_pct: 21.15
final-max-slew-violation-count: 0
grt_pass1_wl_mm: 8.204
die_area_um2: 8327
vdd_drop_max_mv: 0.1918
vias: 1785
crit_arrival_ns: 9.08
timing.slew.headroom_pct: 68.88
post-route-period-util_pct: 90.93
via_count_of_the_first_global_routing_pass: 1795
startpoint_type: "primary input"
warnings: 40
std_cell_rows: 32
synthesis.yosys.warnings: 1
class_of_the_most_critical_hold_timing_path: "in -> out"
timing.critical_path.from: "a[0]"
netlist_instances: 274
dr.pass1.iters: 4
top_usage_layer: "met2"
pin_count: 32
flow.area_growth_from_synthesis_pct: 18.74
timing.setup.critical_path_class: "in -> out"
drt-vias-per-instance: 4.375
synth.yosys.chip_area_um2: 2390
grt_util_met3_pct: 1.020
design.core.area_um2: 7727
lay_top_count: "sky130_fd_sc_hd__ha_1"
timing.hold.worst_path_depth: 4
die_width_um: 91.25
total_grt_usage_pct: 12.48
nFillCells: 808
synth.top_cells.by_area: "sky130_fd_sc_hd__ha_1 (31%), sky130_fd_sc_hd__fa_1 (25%), sky130_fd_sc_hd__inv_1 (8.2%)"
yosysTopAreaCell: "sky130_fd_sc_hd__ha_1"
cp_max_fo: 5
die_y_um: 91.25
globalRouteMet1Util_pct: 18.95
yosysCellCount: 274
max_freq_mhz: 85.92
total_leakage_power_nw: 1.526
io_buffers: 32
drt_iter0_markers: 51
dp_worst_setup_slack_ns: 1.082
clockBufferCount: 0
synth_largest_type_area_fraction_pct: 30.89
layout_setup_ws_ns: 1.161
grt.overflow.total: 0
grt_max_degree: 7
cts_hold_buf: 0
remaining_drc_errors: 0
outcome: "completed"
max_cap_violations: 0
gp_congestion: 0.8754
finalSetupTns_ns: 0
post_cts.resized_instances: 0
crit_required_ns: 10.24
fin_worst_hold_slack_ns: 6.351
most-common-layout-cells: "sky130_fd_sc_hd__ha_1 (59), sky130_fd_sc_hd__inv_1 (52), sky130_fd_sc_hd__clkdlybuf4s50_1 (32), sky130_fd_sc_hd__fa_1 (30), sky130_fd_sc_hd__and2_1 (28)"
ys_seq_share_pct: 0
number_of_setup_buffers_added_after_cts: 0
grt_antenna_before_repair: 0
wl_per_cell_um: 11.39
antenna_violating_nets_post_route: 0
rsz0062_at_grt: "no"
-- cell usage after synthesis --
cell type and n:
sky130_fd_sc_hd__xor2_1 11, sky130_fd_sc_hd__nand2_1 20, sky130_fd_sc_hd__and4b_1 1, sky130_fd_sc_hd__a211o_1 1, sky130_fd_sc_hd__or2b_2 1, sky130_fd_sc_hd__a21oi_1 16, sky130_fd_sc_hd__and2b_1 1, sky130_fd_sc_hd__nor2b_1 5
sky130_fd_sc_hd__fa_1 30, sky130_fd_sc_hd__a21o_1 8, sky130_fd_sc_hd__and2_1 28, sky130_fd_sc_hd__o31ai_1 2, sky130_fd_sc_hd__nor3_1 3, sky130_fd_sc_hd__xnor2_1 16, sky130_fd_sc_hd__and2_0 1, sky130_fd_sc_hd__o21a_1 2
sky130_fd_sc_hd__xnor3_1 1, sky130_fd_sc_hd__nand2b_1 1, sky130_fd_sc_hd__nor2_1 7, sky130_fd_sc_hd__o21ai_0 2, sky130_fd_sc_hd__a21oi_2 1, sky130_fd_sc_hd__ha_1 59, sky130_fd_sc_hd__inv_1 52, sky130_fd_sc_hd__o21bai_1 5
-- critical path, cell delays in order --
cell and delay, ns:
sky130_fd_sc_hd__clkdlybuf4s50_1 0.59, sky130_fd_sc_hd__nand2_1 0.11, sky130_fd_sc_hd__fa_1 0.54, sky130_fd_sc_hd__inv_1 0.05, sky130_fd_sc_hd__fa_1 0.53, sky130_fd_sc_hd__fa_1 0.47, sky130_fd_sc_hd__xor2_1 0.23, sky130_fd_sc_hd__inv_1 0.10
sky130_fd_sc_hd__fa_1 0.51, sky130_fd_sc_hd__fa_1 0.54, sky130_fd_sc_hd__inv_1 0.05, sky130_fd_sc_hd__fa_1 0.52, sky130_fd_sc_hd__inv_1 0.05, sky130_fd_sc_hd__fa_1 0.47, sky130_fd_sc_hd__ha_1 0.35, sky130_fd_sc_hd__a21oi_1 0.23
sky130_fd_sc_hd__o21bai_1 0.09, sky130_fd_sc_hd__a21oi_1 0.18, sky130_fd_sc_hd__xnor2_1 0.18, sky130_fd_sc_hd__xnor3_1 0.34, sky130_fd_sc_hd__clkdlybuf4s50_1 0.40
-- kinds of logic after synthesis --
logic type,count (synthesis),synth area share (%)
AND-OR/OR-AND,37,9.843
buffers and inverters,52,8.168
adder cells (fa/ha/maj),89,56.02
AND/OR/NAND/NOR,68,15.13
XOR/XNOR,28,10.84
-- worst min-delay path by stage --
stage / startpoint / end / slack, ns
after CTS: b[0] / z_r[0] / 6.36
after global routing: b[0] / z_r[0] / 6.41
final: d[0] / z_r[0] / 6.35
-- where the power goes --
part	total [mW]	internal, mW	switching, mW
logic	0.773	0.467	0.306
clock network	0	0	0
registers	0	0	0
total	0.773	0.467	0.306
-- area by class of cell --
cell class         count  area (um2)  share of cell area (%)
repair buffers        32       320.3                   11.29
well taps            102       127.6                   4.497
inverters             52       195.2                   6.878
multi-input cells    222        2195                   77.34
-- layer usage --
layer  vias up  share of wire (%)
li1        936                  -
met1       823                 50
met2        26                 47
met3         0                3.0
met4         0                  0
met5         -                  0
-- metrics by stage --
step	instance area, um2	instances
after CTS	2838	408
after global routing	2838	408
final	2838	408
after global placement	2838	408
after detailed placement	2838	408
after floorplan	2390	274
Power and IR drop assume default switching activity.
